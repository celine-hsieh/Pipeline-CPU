File: flow/config.mk
export PLATFORM = sky130hd
export DESIGN_NAME = Reg_E
export DESIGN_NICKNAME = Reg_E
export VERILOG_FILES = /design/flow/design.v
export SDC_FILE = /design/flow/constraint.sdc
export NUM_CORES = 4
export LEC_CHECK = 1
export CORE_UTILIZATION = 40
File: flow/constraint.sdc
current_design Reg_E

set clk_period 1.0
set clk_io_pct 0.2

create_clock -name clk0 -period $clk_period [get_ports {clk}]

set non_clock_inputs [all_inputs -no_clocks]
set_input_delay [expr $clk_period * $clk_io_pct] -clock clk0 $non_clock_inputs
set_output_delay [expr $clk_period * $clk_io_pct] -clock clk0 [all_outputs]
File: flow/design.v
module Reg_E (
    input clk,
    input rst,
    input [31:0] mux2_rs1_data_out,
    input [31:0] mux2_rs2_data_out,
    input [31:0] imm_ext_out,
    input [31:0] D_current_pc,
    input stall,
    input jb,
    output reg [31:0] E_rs1_data_out,
    output reg [31:0] E_rs2_data_out,
    output reg [31:0] E_current_pc,
    output reg [31:0] E_imm_ext_out
);
always@(posedge clk or posedge rst)
begin
    if(rst)  
    begin
        E_current_pc <= 32'd0;
        E_rs1_data_out <= 32'd0;
        E_rs2_data_out <= 32'd0;
        E_imm_ext_out <= 32'd0;
    end
    else if (stall==1 || jb==1)
    begin
        E_current_pc <= 0;
        E_rs1_data_out <= 32'd0;
        E_rs2_data_out <= 32'd0;
        E_imm_ext_out <= 32'd0;
    end
    else
    begin
        E_current_pc <= D_current_pc;
        E_rs1_data_out <= mux2_rs1_data_out;
        E_rs2_data_out <= mux2_rs2_data_out;
        E_imm_ext_out <= imm_ext_out;
    end
end
endmodule
File: flow/run.sh
#!/bin/bash
# OpenROAD 26Q1-2900-gdf79404cd8, Yosys 0.63+post, stock flow scripts
make -C /OpenROAD-flow-scripts/flow DESIGN_CONFIG=/design/flow/config.mk WORK_HOME=/design/flow/orfs finish
==> flow_summary.json <==
{
  "drc": 0,
  "ys_chip_area_mm2": 0.00507,
  "rsz0062_at_grt": "true",
  "io_pins": 260,
  "numCtsBuffers": 17,
  "hold_viol_final": 0,
  "routed_wl_um": 12400,
  "max_freq_mhz": 867,
  "die_y_um": 115,
  "violations": "negative setup slack",
  "first_pass_iters": 4,
  "cts_root_buf": "clkbuf_16",
  "via_per_inst": 4.49,
  "topCellsByArea": "dfrtp_1, nor3b_2, buf_6",
  "mi_logic_area_mm2": 0.00156,
  "port_buffers": 259,
  "die_width_um": 115,
  "grt_usage_pct": 20.2,
  "status": "finished, violations left",
  "gp_congestion": 0.812,
  "rows": 40,
  "post_cts_buffers": 0,
  "maxCapViolCount": 0,
  "grt_max_degree": 53,
  "finalCriticalPeriod_ps": 1150,
  "final_cell_area_mm2": 0.00774,
  "path_cells": "buf_2",
  "grt_pass1_wl_um": 19100,
  "tns_ps": -8540,
  "ys_seq_share_pct": 63.1,
  "ys_cells": 285,
  "path_delay_family": "flip-flops",
  "core_area_mm2": 0.0122,
  "seq_area_mm2": 0.00320,
  "synth_flops": 128,
  "critPathRequiredTime_ps": 800,
  "mappedNetlistArea_mm2": 0.00507,
  "syn_inst": 285,
  "die_area_mm2": 0.0131,
  "vias": 3294,
  "antenna_left": 0,
  "cp.buffers_inverters": 1,
  "antennaDiodeCount": 0,
  "ys_types": 7,
  "crit_type": "reg2out",
  "drt_iter0_markers": 95,
  "warning_count": 29,
  "start_kind": "register",
  "ctsHoldBuffers": 0,
  "antenna_found_initial": 0,
  "leakagePower_nw": 3.69,
  "vdd_drop_max_mv": 1.12,
  "nFillCells": 992,
  "min_period_over_period_pct": 115,
  "slowest_stage": "dfrtp_1",
  "worst_ep_arrival_time_ps": 950,
  "hpwl_um": 8930,
  "top_cell_area_share_pct": 63.1,
  "max_slew_margin_pct": 81.1,
  "post_dp_cell_area_mm2": 0.00784,
  "area_growth_pct": 52.5,
  "cts.sinks": 128,
  "initial_core_util_pct": 41.5,
  "yosys_warnings": 1,
  "path_max_fanout": 1,
  "hold_class": "in2reg",
  "path_clk_slew_ps": 50,
  "setup_violations": 128,
  "finalMaxSlewViolations": 0,
  "end_kind": "output port",
  "cts_max_level": 4,
  "wire_per_inst_um": 16.9,
  "tightest_slew_ps": 284,
  "top_area_cell": "dfrtp_1",
  "finalWorstSetupSlack_ps": -153,
  "syn_area_per_cell_um2": 17.8,
  "cpPeakStageDelay_ps": 410,
  "powerDensity_mw_per_mm2": 1590,
  "grt.overflow.total": 0,
  "drive_gt1_share_pct": 52.5,
  "grt_pass1_vias": 3441,
  "clockBufferDepth": 2,
  "cts_tree": "built"
}
cell families (layout without fill, tap and decap cells):
| kind of cell | count (synthesis) | in the layout | share of synthesized area, % |
|---|---|---|---|
| simple gates | 128 | 128 | 30.8 |
| flops | 128 | 128 | 63.1 |
| buf+inv | 29 | 310 | 6.09 |
repair_timing:
| action | 4_1_cts | 5_1_grt |
|---|---|---|
| endpoints found under the setup margin | 128 | 128 |
| pin swaps | 0 | 0 |
| resized | 407 | 0 |
cell usage in the layout (no fill, tap or decap), drive strengths merged:
cell / Yosys / layout
buf: 28 / 148
clkdlybuf4s50: 0 / 129
dfrtp: 128 / 128
nor3b: 128 / 128
clkbuf: 0 / 26
clkinv: 0 / 6
clkinvlp: 0 / 1
through the flow:
| step | std cells | hold slack [ps] | utilization, % | power, mW | setup slack [ps] |
|---|---|---|---|---|---|
| 2_1_floorplan | 285 | 360 | - | 6.10 | -781 |
| 6_report | 734 | 63.7 | 63.4 | 12.3 | -153 |
| 5_1_grt | 734 | 56.3 | 63.4 | 12.8 | -188 |
| 3_5_place_dp | 702 | 488 | 64.2 | 7.11 | -79.9 |
| 3_3_place_gp | 702 | 488 | 64.2 | 7.11 | -84.2 |
| 4_1_cts | 734 | 49.4 | 63.4 | 12.5 | -173 |
synthesized netlist by cell type, drive strengths merged:
cell   count
inv        1
dfrtp    128
nor3b    128
buf       28
where the power goes:
part	internal, mW	total [mW]	switching [mW]
Combinational	0.873	1.38	0.510
Clock	3.47	5.48	2.02
Sequential	5.38	5.42	0.0437
Total	9.72	12.3	2.57
flip-flops by register name, summed over array words and instances, names as in the netlist:
signal / flops
E_current_pc: 32
E_imm_ext_out: 32
E_rs1_data_out: 32
E_rs2_data_out: 32
final cells by class:
type | count | share of cell area, %
Clock buffer | 26 | 6.58
Clock inverter | 6 | 0.388
Inverter | 1 | 0.0970
Multi-Input combinational cell | 128 | 20.2
Sequential cell | 128 | 41.4
Tap cell | 168 | 2.72
Timing Repair Buffer | 277 | 28.6
final timing paths:
| check | cells past startpoint | start | endpoint | slack [ps] |
|---|---|---|---|---|
| max | 1 | E_rs1_data_out[3] | E_rs1_data_out[3] | -150 |
| min | 2 | stall | E_current_pc[19] | 60 |
| max in group asynchronous | 3 | rst | E_imm_ext_out[16] | 470 |
| min in group asynchronous | 3 | rst | E_imm_ext_out[10] | 260 |
per-layer routing:
layer / part of all wire, % / track usage, % / wire length [um]
met1: 37 / 27.5 / 4570
met2: 51 / 32.4 / 6350
met3: 9.4 / 6.90 / 1170
met4: 2.5 / 4.50 / 304
met5: 0 / 0 / 0
Power figures rest on the tool's default switching activity, not on a simulated workload.
