==> flow/config.mk <==
export PLATFORM = sky130hd
export DESIGN_NAME = RegFile
export DESIGN_NICKNAME = RegFile
export VERILOG_FILES = /design/flow/design.v
export SDC_FILE = /design/flow/constraint.sdc
export NUM_CORES = 4
export LEC_CHECK = 1
export CORE_UTILIZATION = 40
==> flow/constraint.sdc <==
current_design RegFile

set clk_period 7.5
set clk_io_pct 0.2

create_clock -name clk0 -period $clk_period [get_ports {clk}]

set non_clock_inputs [all_inputs -no_clocks]
set_input_delay [expr $clk_period * $clk_io_pct] -clock clk0 $non_clock_inputs
set_output_delay [expr $clk_period * $clk_io_pct] -clock clk0 [all_outputs]
==> flow/design.v <==
module RegFile (
    input clk,
    input W_wb_en,
    input [31:0] wb_data,
    input [4:0] rd_index,
    input [4:0] rs1_index,
    input [4:0] rs2_index,
    output [31:0] rs1_data_out,
    output [31:0] rs2_data_out
);
reg [31:0] registers [0:31];
always @(posedge clk) 
begin
    if(W_wb_en==1'b1 && rd_index !=0)
      registers[rd_index] <= wb_data;
    else if(rd_index ==0)
      registers[rd_index] <= 0;
end
assign rs1_data_out = registers[rs1_index];
assign rs2_data_out = registers[rs2_index];
endmodule
==> flow/run.sh <==
#!/bin/bash
# OpenROAD 26Q1-2900-gdf79404cd8, Yosys 0.63+post, stock flow scripts
make -C /OpenROAD-flow-scripts/flow DESIGN_CONFIG=/design/flow/config.mk WORK_HOME=/design/flow/orfs finish
==> reports/qor.yml <==
global_routing:
  grt_pass1_wl_mm: 218
  busiest_layer: "met2"
  grt_usage_pct: 26.2
  grt.met2_usage_pct: 39.2
  globalRouteMet3Util_pct: 15.6
  globalRouteOverflowTotal: 0
  global_route.usage.met1_pct: 33.7
  largest_net_degree_at_the_start_of_global_routing: 82
  grt_pass1_vias: 31400
  antenna_found_initial: 3
pwr:
  p_leak_nw: 20.2
  internal-power_w: 0.00975
  power.net_switching_w: 0.00294
  switching_share_of_total_power_pct: 23.2
  seq_power_share_pct: 50.6
  power_frac_comb_pct: 9.6
  clock_power_share_pct: 39.9
  worst_ir_drop_vdd_uv: 165
  finalPower_w: 0.0127
  power.density_nw_per_um2: 229
setup_path:
  critical_path.max_fanout: 27
  worst_setup_path_end_kind: "primary output"
  cp_data_arrival_time_ps: 4640
  worst-setup-path-type: "input pin to primary output"
  crit_path_start_kind: "input pin"
  required_ps: 6000
die:
  die_area_um2: 124000
  row_count: 128
  core_util_floorplan_pct: 40.3
  die_w_um: 352
  io_pins: 113
  core_um2: 122000
  die_h_um: 352
finish:
  registers_with_the_highest_flip_flop_counts: "registers (1024)"
  areaGrowthSynthToFinish_pct: 13.2
  drive_gt1_share_pct: 9.53
  largest_register_ffs: 1024
  largest-register: "registers"
  fill_cells: 10400
  final_core_util_pct: 45.6
  final_layout_top_logic_cells: "1,024 x mux2i_1, 1,024 x edfxtp_1, 194 x nand3_1"
synth:
  postSynthRegisterBits: 1024
  postSynth.topFlopCell: "edfxtp_1"
  syn_area_per_cell_um2: 14.3
  yosys-mux-area-fraction_pct: 20.9
  synthCells: 3421
  post_synth_xor_area_fraction_pct: 0
  yosys-stat-cells: 3421
  synth.cellmix.adderShare_pct: 0
  synth_area_um2: 49000
  synth_seq_share_pct: 62.7
  synth.comb.largest_family: "multiplexers"
  netlist_cell_types: 27
  asyncSetResetFlopFracSynth_pct: 0
  synthAoiAreaFrac_pct: 8.02
  yosys_area_um2: 49000
  yosys_warnings: 1
  synth.cellmix.simpleShare_pct: 5.23
  enable_flop_cells: 1024
min_path:
  min-delay-path-class: "input pin to flip-flop"
  min-delay-start: "wb_data[12]"
  whs_endpoint: "registers[13][12]"
  whs_path_depth: 2
job:
  warning_count: 26
  timing.max_cap.violations: 0
timing:
  fmaxAchievable_mhz: 163
  finalCriticalPeriod_ps: 6140
  timing.final.setup_violations: 0
  hold-worst-slack_ps: 1660
  worst-slew-pin-transition_ps: 1150
  hold_viol: 0
  finalMaxSlewViolations: 0
  worst_slew_margin_rel_pct: 23.3
  layout_worst_path_cycle_share_pct: 81.9
  setup_tns_ps: 0
  rsz0062_at_grt: "no"
route:
  drtPass1Iterations: 5
  final_ant_viol_nets: 0
  detail_route.iter0.violations: 1985
  avgRoutedWirePerCell_um: 29.3
  dr_total_vias: 30800
  routed_wirelength_mm: 153
  drt-vias-per-instance: 5.91
  route.detailed.drc: 0
clock_network:
  clock_sink_count: 1024
  htreeDepth: 3
  cts_repair_resized_insts: 0
  ctsRootBufferMaster: "clkbuf_16"
  cts-root-to-sink-buffers: 3
  cts_tree: "built"
  clk_pin_slew_worst_paths_ps: 60
  cts_buffers: 105
  cts_post_setup_buffers_inserted: 0
  number_of_buffers_inserted_for_hold_repair_after_clock_tree_synthesis: 0
place:
  gp_routability_congestion: 0.893
  tally_of_buffers_added_on_design_ports: 112
  detailed_place_hpwl_mm: 89.0
status:
  result_of_the_run: "finished clean"
[layout make-up]
type	count	area, um^2	area share, %
clock inverters	57	467	0.841
flip-flops and latches	1024	30700	55.4
well taps	1625	2030	3.66
inverters	2	7.51	0.0135
multi-input cells	2140	17000	30.7
repair buffers	234	2370	4.28
diodes	1	2.50	0.00451
clock buffers	131	2810	5.06
[worst max-delay path: stages]
cell and delay, ps:
clkdlybuf4s50_1 610, nor2b_4 610, buf_4 510, a22o_1 220, nor3_1 50, a31oi_1 250, nand3_1 290, clkdlybuf4s50_1 570
[power groups by stage]
stage,sequential [W],clock (W),combinational (W)
final,0.00641,0.00506,0.00121
after global routing,0.00642,0.00533,0.00128
after CTS,0.00641,0.00513,0.00121
[metrics by stage]
stage	instance area [um^2]	std cells	setup slack, ps
floorplan	49000	3421	3410
global placement	52200	5025	1410
detailed placement	52200	5025	1400
CTS	55500	5213	1390
global route	55500	5213	1210
finish	55500	5214	1360
[logic make-up (layout without fill, tap and decap cells)]
group	Yosys count	in the layout
simple gates	539	539
buf+inv	257	424
compound gates	577	577
flops	1024	1024
mux	1024	1024
other cells	0	1
[routing by layer]
metal / wire (um) / vias to the layer above
li1: - / 13700
met1: 55200 / 15300
met2: 71600 / 1658
met3: 21700 / 227
met4: 4280 / 6
met5: 80 / -
[Yosys cell counts (3+ instances only)]
library cell / n / area share [%]
buf_2: 67 / 0.68
nand3_1: 194 / 2.0
clkbuf_4: 4 / 0.061
buf_6: 31 / 0.71
nand2b_1: 4 / 0.051
nor3_1: 64 / 0.65
or3b_2: 3 / 0.054
and2_2: 3 / 0.046
and2_4: 22 / 0.39
clkbuf_1: 75 / 0.57
buf_1: 15 / 0.11
mux2i_1: 1024 / 21
nand2_1: 194 / 1.5
a21oi_1: 192 / 2.0
edfxtp_1: 1024 / 63
a31oi_1: 64 / 0.82
a22oi_1: 192 / 2.9
a22o_1: 128 / 2.3
buf_4: 63 / 0.96
and2_1: 9 / 0.11
nor2b_1: 4 / 0.051
nor2_1: 33 / 0.25
nand3b_1: 5 / 0.077
[worst max path at each step]
stage,startpoint,end,slack (ps),cells after the start
after global routing,rs2_index[2],rs2_data_out[16],1210,8
after CTS,rs2_index[2],rs2_data_out[9],1390,8
final,rs2_index[2],rs2_data_out[9],1360,8
Power is estimated from default activity; no workload was simulated.
