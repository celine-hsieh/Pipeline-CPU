--- design/flow/config.mk ---
export PLATFORM = sky130hd
export DESIGN_NAME = Mux
export DESIGN_NICKNAME = Mux
export VERILOG_FILES = /design/flow/design.v
export SDC_FILE = /design/flow/constraint.sdc
export NUM_CORES = 4
export LEC_CHECK = 1
export CORE_AREA = 10 10 169 169
export DIE_AREA = 0 0 179 179
--- design/flow/constraint.sdc ---
current_design Mux

set clk_period 1.0
set clk_io_pct 0.2

create_clock -name clk0 -period $clk_period

set non_clock_inputs [all_inputs -no_clocks]
set_input_delay [expr $clk_period * $clk_io_pct] -clock clk0 $non_clock_inputs
set_output_delay [expr $clk_period * $clk_io_pct] -clock clk0 [all_outputs]
--- design/flow/design.v ---
module Mux (
    input [31:0] rs1_data_out,
    input [31:0] PC,
    input E_alu_op1_sel,
    input E_jb_op1_sel,
    input [31:0] rs2_data_out,
    input [31:0] imm_ext_out,
    input E_alu_op2_sel,
    input [31:0] ld_data_f,
    input [31:0] alu_out,
    input W_wb_data_sel,
    input [31:0] PCPlus4,
    input [31:0] jb_out,
    input next_pc_sel,
    output [31:0] alu_operand1,
    output [31:0] alu_operand2,
    output [31:0] jb_operand1,
    output [31:0] wb_data,
    output [31:0] next_pc,
    output jb
);
assign alu_operand1 = (E_alu_op1_sel) ? rs1_data_out : PC;   
assign alu_operand2 = (E_alu_op2_sel) ? rs2_data_out : imm_ext_out;
assign jb_operand1 = (E_jb_op1_sel) ? rs1_data_out : PC;
assign wb_data = (W_wb_data_sel) ? ld_data_f : alu_out;
assign next_pc = (next_pc_sel) ? jb_out : PCPlus4;
assign jb = next_pc_sel;
endmodule
--- design/flow/run.sh ---
#!/bin/bash
# OpenROAD 26Q1-2900-gdf79404cd8, Yosys 0.63+post, stock flow scripts
make -C /OpenROAD-flow-scripts/flow DESIGN_CONFIG=/design/flow/config.mk WORK_HOME=/design/flow/orfs finish
==> impl_metrics.ini <==
; generated from flow reports
[power]
ir_drop_v = 0.000215
power_uw = 3090
p_leak_uw = 0.00400
p_per_area_nw_per_um2 = 414

[global_routing]
grt_pass1_wl_um = 23000
grt_max_degree = 11
antenna_found_initial = 1
busiest_layer = met2
grt_util_met1_pct = 10.6
grt_overflow = 0
grt_use_met2_pct = 18.0
grt_usage_pct = 9.46
grt_pass1_vias = 3500
grt_util_met3_pct = 2.78

[synth]
avgSynthCellArea_um2 = 15.1
syn_inst = 181
topCellsByArea = mux2_4, buf_12, mux2_2
yosys-top-cells-count = mux2_4, buf_12, mux2_2, buf_6, buf_4
ys_chip_area_um2 = 2730
synth_top_cell_by_area = mux2_4
top_cell = mux2_4
yosys_cells = 181
netlist_area_um2 = 2730
synth.top_cell.area_share_pct = 82.5
synth_seq_share_pct = 0
ys_types = 5
yosysWarnings = 0

[worst_setup_path]
path_buffers = 2
worstSetupStartpointType = input port
critPathRequiredTime_ns = 0.80
slowest_delay_ns = 0.42
end_kind = output pin
worstPathArrival_ns = 0.99
critPathSlowestCell = clkdlybuf4s50_1
crit_chain = clkdlybuf4s50_1 > mux2_4 > buf_6
path_class = input port to output pin
crit_family = buffers and inverters
cp_max_fo = 1
startpoint = rs2_data_out[15]

[layout]
clkbuf_count = 0
post-route-util_pct = 29.8
flop_area_um2 = 0
drive_above_1_share_pct = 59.1
post-route-cell-area_um2 = 7460
syn_to_final_growth_pct = 173
seq_cell_count = 0

[placement]
dp_hpwl_um = 15500
numPortBuffers = 422
placed_area_um2 = 7180
pre_cts_slack_ns = -0.578
place.gp.congestion = 0.840

[hold_path]
holdCritPathClass = input port to output pin
worstHoldStart = rs2_data_out[0]

[sta]
min_period_ns = 1.19
hold_viol = 0
setup_viol = 159
timing.slew.headroom_pct = 92.4
final.setup.worst_slack_ns = -0.193
drv_slew = 0
rsz0062_at_grt = yes
tightest_slew_ns = 0.113
fmax_mhz = 838
holdWs_ns = 0.691
finalCritPeriodShare_pct = 119

[routing]
num_vias = 3248
drt_first_pass_iters = 4
drc = 0
wirelength_um = 17600
ant_nets = 0
routedWlPerCell_um = 18.3
drt_iter0_markers = 75
drt-vias-per-instance = 3.39

[floorplan]
core-area_um2 = 25000
die_x_um = 179
rows = 58
ios = 422
chip_area_um2 = 32000
fp-utilization_pct = 10.9
die_h_um = 179

[run_status]
violations = setup timing
status = complete, but fails checks

[run]
maxCapViolations = 0
tool_warnings = 34
[where the power goes]
part / leakage, uW / internal (uW) / switching, uW
clock: 0.00000000634 / 0.000134 / 0
combinational: 0.00400 / 2300 / 786
sequential: 0 / 0 / 0
[through the flow]
stage,TNS [ns],instances
after floorplan,0,181
after global placement,-81.79,924
after detailed placement,-81.85,924
after CTS,-18.54,955
after global routing,-20.63,959
final,-18.20,959
[path summary, 6_finish.rpt]
kind | cells past startpoint | endpoint | slack, ns
max | 3 | alu_operand2[15] | -0.19
min | 3 | alu_operand2[0] | 0.69
[cell usage in the layout, fill, tap and decap left out]
cell type          n
buf_4              4
buf_8              5
buf_12            16
buf_6            120
dlymetal6s2s_1    12
clkdlybuf4s50_1   25
dlygate4sd2_1    217
buf_16             8
clkdlybuf4s15_1    3
clkbuf_2           1
bufbuf_16          1
diode_2            1
buf_2             56
mux2_4           160
[per-layer routing]
metal	wire (um)	part of all wire (%)
met1	6170	35
met2	9450	54
met3	1880	11
met4	87	0.49
met5	0	0
[area by class of cell]
| type | instances | area, um2 |
|---|---|---|
| Antenna cell | 1 | 2.50 |
| Tap cell | 330 | 413 |
| Multi-Input combinational cell | 160 | 2400 |
| Timing Repair Buffer | 468 | 4650 |
| Fill cell | 2611 | 17600 |
[timing repair]
item,in CTS,in global routing
setup buffers,22,3
resized,874,60
gates cloned,9,0
setup endpoints to repair,161,159
hold buffers,0,0
[logic make-up after synthesis]
group,after synthesis,synth area share [%]
buffers and inverters,21,13.3
muxes,160,86.7
Power and IR drop assume default switching activity.
